==> design.v <==
`timescale 1ns / 1ps
module Divisor (
	input wire clk,       
	input wire reset,     
	output reg s_clk      
    );
	reg [19:0] cuenta;  
	always @(posedge clk,posedge reset)  
		begin
			if (reset)  
				begin
					s_clk <= 0;
					cuenta <= 0;
				end 
			else 
				begin		
					if (cuenta == 20'd999999)
						begin                    
							cuenta <= 20'h0;   
							s_clk <= ~s_clk; 
						end 
					else 
						cuenta <= cuenta + 1'b1;
				end
		end
endmodule
==> run.sh <==
#!/bin/bash
# OpenROAD 26Q1-2900-gdf79404cd8, Yosys 0.63+post, stock flow scripts
make -C /OpenROAD-flow-scripts/flow DESIGN_CONFIG=/design/flow/config.mk WORK_HOME=/design/flow/orfs finish
==> config.mk <==
export PLATFORM = sky130hd
export DESIGN_NAME = Divisor
export DESIGN_NICKNAME = Divisor
export VERILOG_FILES = /design/flow/design.v
export SDC_FILE = /design/flow/constraint.sdc
export NUM_CORES = 4
export LEC_CHECK = 1
export CORE_AREA = 10 10 86 86
export DIE_AREA = 0 0 96 96
==> constraint.sdc <==
current_design Divisor

set clk_period 3.3
set clk_io_pct 0.2

create_clock -name clk0 -period $clk_period [get_ports {clk}]

set non_clock_inputs [all_inputs -no_clocks]
set_input_delay [expr $clk_period * $clk_io_pct] -clock clk0 $non_clock_inputs
set_output_delay [expr $clk_period * $clk_io_pct] -clock clk0 [all_outputs]
==> impl_metrics.env <==
# implementation run metrics
export IMPL_fillers=612
export IMPL_port_buffer_count=2
export IMPL_clk_latency_ns=0.25
export IMPL_chip_area_um2=9216
export IMPL_clock_skew_ns=0.0009852
export IMPL_rr_worst_depth=4
export IMPL_initial_core_util=0.1899
export IMPL_antenna_found_initial=0
export IMPL_worstPathRequired_ns=3.45
export IMPL_htree_num_levels=1
export IMPL_synth_main_ff_cell="dfrtp_1"
export IMPL_edf_count=0
export IMPL_cpPeakStageDelay_ns=0.63
export IMPL_core_area_um2=5540
export IMPL_grt_pass1_vias=718
export IMPL_grt_max_degree=22
export IMPL_synth_area_per_cell_um2=10.96
export IMPL_drt_iter0_markers=28
export IMPL_clk_pin_slew_ns=0.07
export IMPL_fin_util=0.2159
export IMPL_warning_count=25
export IMPL_cts_sinks=21
export IMPL_yosys_top_cells_area="dfrtp_1, xnor2_1, nor2_1, xor2_1, nand4_1"
export IMPL_drv_cap=0
export IMPL_synth_sequential_area_ratio=0.4994
export IMPL_crit_path_max_fanout=11
export IMPL_gp_congestion=0.8036
export IMPL_cp_start_kind="flip-flop"
export IMPL_ant_nets=0
export IMPL_ys_async_sr_fraction=1.000
export IMPL_syn2layout_area_growth_pct=13.67
export IMPL_cts_tree="built"
export IMPL_drive_above_1_share=0.1287
export IMPL_yosysTopAreaCell="dfrtp_1"
export IMPL_ys_cells=96
export IMPL_ys_ff=21
export IMPL_ys_area_um2=1052
export IMPL_wl_mm=1.753
export IMPL_ys_warnings_count=1
export IMPL_ioPinCount=3
export IMPL_place_inst=169
export IMPL_crit_chain="nor4bb_1, nand4_1, nor3_2, and2b_2"
export IMPL_setup_viol=0
export IMPL_hpwl_mm=1.252
export IMPL_viasPerCell=3.977
export IMPL_dpl_cell_area_um2=1151
export IMPL_drc=0
export IMPL_fin_crit_sh=0.5806
export IMPL_cp_depth=4
export IMPL_die_y_um=96
export IMPL_grt_overflow=0
export IMPL_finalMaxSlewViolations=0
export IMPL_n_antenna_cell=0
export IMPL_dr_pass1_iters=2
export IMPL_max_slew_margin=0.4707
export IMPL_row_count=27
export IMPL_path_delay_family="simple AND/OR/NAND/NOR gates"
export IMPL_fmax_ghz=0.5219
export IMPL_root_buffer="clkbuf_8"
export IMPL_synth_cell_types=31
export IMPL_crit_buf_inv=0
export IMPL_crit_path_end_kind="flip-flop"
export IMPL_place_ws_ns=1.336
export IMPL_netlist_area_um2=1052
export IMPL_slowest_stage="nor3_2"
export IMPL_peakVddDrop_mv=0.2164
export IMPL_vias=688
export IMPL_ctsLongestPathBuffers=2
export IMPL_final_comb_area_um2=511.7
export IMPL_netlist_area_leader_share=0.4994
export IMPL_ctsHoldBuffers=0
export IMPL_power_density_nw_per_um2=356.3
export IMPL_setup_tns_ns=0
export IMPL_routedWlPerCell_um=10.13
export IMPL_fin_crit_ns=1.916
export IMPL_hold_class="flip-flop to flip-flop"
export IMPL_arrival_ns=2.07
export IMPL_post_cts_setup_buffers=0
export IMPL_syn_inst=96
export IMPL_crit_type="flip-flop to flip-flop"
export IMPL_cts_repair_resized=0
export IMPL_grt_first_pass_wirelength_mm=3.229
export IMPL_die_w_um=96
export IMPL_p_leak_nw=0.4851
export IMPL_grt_setup_unrepaired="false"
export IMPL_cts_buffers=3
export IMPL_final_common_cell="dfrtp_1"
export IMPL_outcome="finished clean"
export IMPL_design_area_um2=1196
export IMPL_tightest_slew_ns=0.7931
export IMPL_layout_top_cells="dfrtp_1, nor2_1, xnor2_1"
export IMPL_final_cells=173
export IMPL_final_hold_viol_count=0
export IMPL_regArea_um2=525.5
export IMPL_hold_depth=1
export IMPL_setup_ws_ns=1.384
export IMPL_grt_use_total=0.04256
==> cell usage after synthesis, drive strengths merged (2+ instances only) <==
cell type	instances
dfrtp	21
nor2	11
xnor2	10
nand2	7
nand3	7
nand4	6
xor2	5
nor3	4
a21oi	3
nor4	3
o21ai	3
and2	2
and3	2
nand4b	2
==> logic make-up (layout without fill, tap and decap cells) <==
logic type | after synthesis | in the layout | share of synthesized area
AOI/OAI and AO/OA | 6 | 6 | 0.02853
xor gates and xnor gates | 15 | 15 | 0.1320
adders and majority gates | 1 | 1 | 0.01189
buffers and inverters | 2 | 7 | 0.01426
DFF | 21 | 21 | 0.4994
and+or+nand+nor | 51 | 51 | 0.3139
==> sequential cells by signal (all words and copies together), names as in the netlist <==
name,flops
cuenta,20
s_clk,1
==> metrics by stage <==
step / hold slack, ns / power (mW)
floorplan: 0.4299 / 0.2660
global placement: 0.4420 / 0.2687
detailed placement: 0.4523 / 0.2688
CTS: 0.4604 / 0.4335
global route: 0.5151 / 0.4446
finish: 0.4594 / 0.4262
==> metal layers <==
metal | global-route usage | share of wire | routed length, um | vias up
li1 | - | - | - | 347
met1 | 0.06041 | 0.53 | 929 | 334
met2 | 0.06446 | 0.42 | 743 | 5
met3 | 0.01022 | 0.033 | 57 | 2
met4 | 0.009828 | 0.013 | 23 | 0
met5 | 0 | 0 | 0 | -
==> path summary, 6_finish.rpt <==
| path | slack [ns] | to | startpoint |
|---|---|---|---|
| max in group asynchronous | 1.95 | s_clk | reset |
| max | 1.38 | cuenta[1] | cuenta[8] |
| min in group asynchronous | 0.85 | cuenta[16] | reset |
| min reg2reg | 0.46 | cuenta[0] | cuenta[0] |
| min | 0.46 | cuenta[0] | cuenta[0] |
| max reg2reg | 1.38 | cuenta[1] | cuenta[8] |
==> area by class of cell <==
| class | count | share of cell area |
|---|---|---|
| tap | 72 | 0.07531 |
| inverter | 1 | 0.003138 |
| sequential | 21 | 0.4393 |
| timing repair buffer | 2 | 0.01674 |
| multi-input combinational | 73 | 0.4278 |
| clock buffer | 4 | 0.03766 |
==> report_power, final <==
group	switching, mW	leakage [nW]	internal (mW)	total [mW]
combinational	0.00491	0.179	0.00109	0.00601
clock	0.0771	0.0228	0.0858	0.163
sequential	0	0.284	0.257	0.257
total	0.0820	0.485	0.344	0.426
==> worst reg2reg max path: stages, from the launching register on <==
cell and delay [ns]:
dfrtp_1 0.44, nor4bb_1 0.29, nand4_1 0.16, nor3_2 0.63
and2b_2 0.29
Power is estimated from default activity; no workload was simulated.
