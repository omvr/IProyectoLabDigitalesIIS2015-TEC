===== ./design.v =====
`timescale 1ns / 1ps
module M_Estados(
		input wire clk, reset,
		input wire t_25,t_27,t_30, t_corp,
		output wire notif, aban, alarm,
		output wire [2:0] state1
    );
	 localparam [2:0] 
			 s1_inicio=3'b000,
			 s2_temp_25=3'b001,
			 s3_temp_27=3'b010,
			 s4_temp_30=3'b011,
			 s5_temp_corp=3'b100;
	 reg [2:0] state_reg, state_next;
	 always@(posedge clk, posedge reset)
	 if(reset)
			state_reg<=s1_inicio;  
	 else
			state_reg<=state_next;  
		 always@*
		 begin
			state_next=state_reg;		
				case(state_reg)
					s1_inicio: if(t_25 || t_27 || t_30 || t_corp)   
										begin										 
											if(t_27)
												begin		
													state_next=s3_temp_27;
												end
											else if(t_30)
														state_next=s4_temp_30;
													else if(t_corp)
																state_next=s5_temp_corp;
															else
																state_next=s2_temp_25;
										end
									else
										state_next=s1_inicio;
					s2_temp_25: if(t_27)															 
											begin														 
												if(t_30)
														state_next=s4_temp_30;
												else if(t_corp)
																state_next=s5_temp_corp;
														else
															state_next=s3_temp_27;
											end
									else if(t_25)
											state_next=s2_temp_25;
											else
											state_next=s1_inicio;
					s3_temp_27: if(t_30)														 
										begin 													 
											if(t_25)
												state_next=s2_temp_25;
											else if(t_corp)
												state_next=s5_temp_corp;
											else
												state_next=s4_temp_30;
										end
									else if(t_27)
												state_next=s3_temp_27;
											else
												state_next=s1_inicio;
					s4_temp_30: if(t_30)														 
											begin 												 
											if(t_25)
												state_next=s2_temp_25;
											else if(t_27)
												state_next=s3_temp_27;
											else if(t_corp)
													state_next=s5_temp_corp;
												else
													state_next=s4_temp_30;
										end
									else if (t_30)
												state_next=s4_temp_30;
											else
												state_next=s1_inicio;
					s5_temp_corp: if(t_corp)													 
											begin 													 
											if(t_25)
												state_next=s2_temp_25;
											else if(t_27)
												state_next=s3_temp_27;
											else if(t_30)
													state_next=s4_temp_30;
												else
													state_next=s5_temp_corp;
										end
									else if(t_corp)
												state_next=s5_temp_corp;
											else 
												state_next=s1_inicio;
				endcase		
			end
   assign notif 	=	(state_reg==s2_temp_25)? 1'b1 : 1'b0  |  (state_reg==s4_temp_30)? 1'b1:1'b0 ; 
   assign aban		=	(state_reg==s3_temp_27)? 1'b1:1'b0 |  (state_reg==s4_temp_30)? 1'b1:1'b0 ; 
	assign alarm	=	(state_reg==s5_temp_corp)? 1'b1:1'b0 ; 
   assign state1  =   state_reg; 		 
endmodule

===== ./run.sh =====
#!/bin/bash
# OpenROAD 26Q1-2900-gdf79404cd8, Yosys 0.63+post, stock flow scripts
make -C /OpenROAD-flow-scripts/flow DESIGN_CONFIG=/design/flow/config.mk WORK_HOME=/design/flow/orfs finish

===== ./config.mk =====
export PLATFORM = sky130hd
export DESIGN_NAME = M_Estados
export DESIGN_NICKNAME = M_Estados
export VERILOG_FILES = /design/flow/design.v
export SDC_FILE = /design/flow/constraint.sdc
export NUM_CORES = 4
export LEC_CHECK = 1
export CORE_AREA = 10 10 70 70
export DIE_AREA = 0 0 80 80

===== ./constraint.sdc =====
current_design M_Estados

set clk_period 2.7
set clk_io_pct 0.2

create_clock -name clk0 -period $clk_period [get_ports {clk}]

set non_clock_inputs [all_inputs -no_clocks]
set_input_delay [expr $clk_period * $clk_io_pct] -clock clk0 $non_clock_inputs
set_output_delay [expr $clk_period * $clk_io_pct] -clock clk0 [all_outputs]

==> impl_metrics.tcl <==
# flow metrics
set metrics [dict create \
    placed_cell_area_um2 464 \
    chip_area_mm2 0.00640 \
    layout_min_cycle_time_ns 2.11 \
    drtIter0Drc 27 \
    tightestPinTransition_ns 0.342 \
    relSlewSlack 0.771 \
    area_growth_pct 51.9 \
    peakVddDrop_uv 140 \
    syn_area_per_cell_um2 7.17 \
    status "finished, final reports clean" \
    grt_max_degree 13 \
    worstPathArrival_ns 1.57 \
    antenna_left 0 \
    synthCells 45 \
    fp_util 0.0945 \
    dpl.cell_count 98 \
    warnings 25 \
    die_w_um 80 \
    chipHeight_um 80 \
    gp_congestion 0.680 \
    num_antenna_cells 0 \
    place_hpwl_um 713 \
    post_cts_buffers 0 \
    clock_path_buffers 2 \
    clockRootBuffer "clkbuf_4" \
    nFillCells 402 \
    syn_area_um2 323 \
    finalClockPeriodUsage 0.782 \
    grt_pass1_vias 379 \
    cts_made_buffers 3 \
    ys_cells 45 \
    path_class "register to output pin" \
    cp-start-kind "register" \
    yosysWarnings 1 \
    ys_types 24 \
    crit_fanout 10 \
    io_pins 12 \
    finalSetupViolations 0 \
    hold_path.class "primary input to asynchronous set/reset pin" \
    ys_ff 3 \
    final_util 0.144 \
    postCtsHoldBufs 0 \
    yosysChipArea_um2 323 \
    cts_tree "built" \
    antenna_found_initial 0 \
    power.leakage_nw 0.168 \
    htree_levels 1 \
    via_per_inst 3.65 \
    grt-ovfl-total 0 \
    synth_seq_share 0.233 \
    port_buffers 11 \
    design.core.area_mm2 0.00342 \
    cp.required_ns 2.16 \
    num_vias 372 \
    rsz0062_at_grt "false" \
    cp-end-kind "output pin" \
    grt_pass1_wl_mm 1.61 \
    finClkSkew_ns 0.00213 \
    hold_viol 0 \
    firstDrtPassIters 4 \
    slew_viol_final 0 \
    remaining_drc_errors 0 \
    path_clk_slew_ns 0.04 \
    cts_resized 0 \
    drive_gt1_frac 0.0714 \
    tns_ns 0 \
    design_area_um2 490 \
    row_count 21 \
    instances_no_fill 102 \
    drt-wirelength-per-cell_um 9.44 \
    clock-sinks 3 \
    powerDensity_mw_per_mm2 800 \
    largest_register_ffs 3 \
    track_usage 0.0296 \
    totalWireLength_um 963 \
    clock_latency_ns 0.23 \
    fmax_ghz 0.474 \
    drv_cap 0 \
]
==> kinds of logic after synthesis <==
group | share of synthesized area
buffers and inverters | 0.105
AND-OR/OR-AND | 0.345
AND/OR/NAND/NOR | 0.318
flip-flops | 0.233
==> final cells by class <==
class                   instances  area (um2)  area share
well taps                      46        57.6       0.117
multi-input cells              36         214       0.436
flip-flops and latches          3        75.1       0.153
inverters                       2        7.51      0.0153
repair buffers                 11         110       0.224
clock buffers                   4        26.3      0.0536
==> worst max-delay path, cell delays in order (launching register included) <==
cell	delay, ns
dfrtp_1	0.49
nor3b_1	0.32
clkdlybuf4s50_1	0.53
==> synth_stat cells, drive strengths merged <==
| cell type | n | area (um2) |
|---|---|---|
| nand3 | 1 | 5.00 |
| o22ai | 1 | 6.26 |
| or2 | 1 | 6.26 |
| nand3b | 1 | 7.51 |
| inv | 2 | 7.51 |
| nand2b | 4 | 25.0 |
| o311ai | 1 | 8.76 |
| o31a | 1 | 8.76 |
| nor3b | 1 | 7.51 |
| o21a | 1 | 7.51 |
| a31oi | 2 | 12.5 |
| a21oi | 7 | 35.0 |
| nand2 | 3 | 11.3 |
| o21ai | 2 | 10.0 |
| o211ai | 1 | 7.51 |
| buf | 4 | 26.3 |
| and2b | 1 | 7.51 |
| nor2 | 2 | 7.51 |
| a21o | 1 | 7.51 |
| dfrtp | 3 | 75.1 |
| or3 | 1 | 6.26 |
| a211oi | 1 | 7.51 |
| nor2b | 3 | 18.8 |
==> worst paths after layout <==
path / start / end / slack [ns] / cells after the start
min in group clk0: state_reg[1] / state_reg[2] / 0.70 / 2
worst max-delay path: state_reg[2] / alarm / 0.59 / 2
worst min-delay path: reset / state_reg[1] / 0.47 / 2
worst max register to register: state_reg[2] / state_reg[0] / 1.40 / 4
max in group asynchronous: reset / state_reg[0] / 2.10 / 2
worst min register to register: state_reg[1] / state_reg[2] / 0.70 / 2
==> report_power, final <==
group	switching [mW]	internal (mW)
logic	0.0676	0.127
registers	0.0533	0.0659
clock network	0.0231	0.0554
total	0.144	0.249
==> routing by layer <==
layer | routed length [um] | vias up | track usage
met5 | 0 | - | 0
met4 | 0 | 0 | 0.00880
li1 | - | 181 | -
met3 | 120 | 0 | 0.0114
met2 | 426 | 19 | 0.0441
met1 | 416 | 172 | 0.0385
==> through the flow <==
step / total power [mW] / worst slack, ns / hold slack (ns)
after floorplan: 0.223 / 1.35 / 0.294
after global placement: 0.317 / 0.832 / 0.712
after detailed placement: 0.315 / 0.800 / 0.689
after CTS: 0.402 / 0.527 / 0.469
after global routing: 0.434 / 0.401 / 0.485
final: 0.393 / 0.590 / 0.473
==> cell usage in the layout, fill, tap and decap left out, drive strengths merged <==
cell and instances:
nand2b 4, and2b 1, nand2 3, nor2 2
o31a 1, o22ai 1, o311ai 1, or3 1
a21oi 7, a211oi 1, nor2b 3, or2 1
nor3b 1, o21ai 2, nand3b 1, inv 2
dfrtp 3, clkbuf 4, o21a 1, clkdlybuf4s50 11
a21o 1, a31oi 2, o211ai 1, nand3 1
Power and IR drop assume default switching activity.
