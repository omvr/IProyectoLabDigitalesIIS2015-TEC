==> /design/flow/design.v <==
`timescale 1ns / 1ps
`timescale 1ns / 1ps
module div_800kHZ (
	input wire clk,      
	input wire reset,    
	output reg s1_clk    
    );
	reg [6:0] cuenta; 
	always @(posedge clk,posedge reset)  
		begin
			if (reset)  
				begin
					s1_clk <= 0;
					cuenta <= 0;
				end 
			else
				begin		
					if (cuenta == 7'd125)
						begin                    
							cuenta <= 7'h0;   
							s1_clk <= ~s1_clk; 
						end 
					else 
						cuenta <= cuenta + 1'b1; 
				end
	end
endmodule
==> /design/flow/run.sh <==
#!/bin/bash
# OpenROAD 26Q1-2900-gdf79404cd8, Yosys 0.63+post, stock flow scripts
make -C /OpenROAD-flow-scripts/flow DESIGN_CONFIG=/design/flow/config.mk WORK_HOME=/design/flow/orfs finish
==> /design/flow/config.mk <==
export PLATFORM = sky130hd
export DESIGN_NAME = div_800kHZ
export DESIGN_NICKNAME = div_800kHZ
export VERILOG_FILES = /design/flow/design.v
export SDC_FILE = /design/flow/constraint.sdc
export NUM_CORES = 4
export LEC_CHECK = 1
export CORE_AREA = 10 10 70 70
export DIE_AREA = 0 0 80 80
==> /design/flow/constraint.sdc <==
current_design div_800kHZ

set clk_period 1.5
set clk_io_pct 0.2

create_clock -name clk0 -period $clk_period [get_ports {clk}]

set non_clock_inputs [all_inputs -no_clocks]
set_input_delay [expr $clk_period * $clk_io_pct] -clock clk0 $non_clock_inputs
set_output_delay [expr $clk_period * $clk_io_pct] -clock clk0 [all_outputs]
==> flow_summary.json <==
{
  "gr-usage-all-layers_pct": 1.94,
  "detailroute.wirelength.met2_um": 248,
  "yosys-stat-cells": 35,
  "clock_period_minus_final_worst_setup_slack_ns": 1.42,
  "clock.fmax_mhz": 702,
  "fp-utilization_pct": 11.1,
  "finalSetupViolCount": 0,
  "wl_um": 621,
  "power_per_cell_area_nw_per_um2": 797,
  "floorplan.rows": 21,
  "slew-limit-headroom_pct": 79.6,
  "detailedRoute.firstIterationViolations": 9,
  "ys_area_um2": 380,
  "post_synth_instance_area_um2": 380,
  "port_buffers": 2,
  "slowest_delay_ns": 0.48,
  "filler_cell_count": 402,
  "syn_to_final_growth_pct": 26.3,
  "holdCritPathClass": "in -> async",
  "fin_worst_skew_ns": 0.00106,
  "postRouteAntennaNets": 0,
  "synthesis.area_per_instance_um2": 10.9,
  "timing.critical_path.cells": "clkdlybuf4s50_1",
  "worst-path-max-fanout": 2,
  "final_number_of_max_transition_violations": 0,
  "ios": 3,
  "number_of_buffers_created_by_cts": 3,
  "outcome": "completed",
  "share_clk_of_total_power_pct": 41.8,
  "tightestPinTransition_ns": 0.305,
  "clkSlewWorstSetupHoldPaths_ns": 0.05,
  "share_comb_of_total_power_pct": 1.8,
  "post-cts-setup-buffers": 0,
  "yosysWarnings": 1,
  "cellLeakagePower_uw": 0.000181,
  "diode_insertion_count_for_antenna_repair": 0,
  "uppermost_signal_routing_layer_after_detailed_routing": "met4",
  "routedWlPerCell_um": 7.22,
  "vias_in_the_first_global_route": 251,
  "cap_violations": 0,
  "final_layout_size_suffix_gt1_share_pct": 15.0,
  "crit_family": "buffers and inverters",
  "grt_start_max_net_pins": 9,
  "cts.hold.buffers_added": 0,
  "power_switching_share_pct": 19.1,
  "post_synth_inst_count": 35,
  "clock_tree.htree_level_count": 1,
  "antenna_violations_before_repair": 0,
  "cell_type_with_the_largest_total_area_after_synthesis": "sky130_fd_sc_hd__dfrtp_1",
  "endpoint_arrival_time_on_the_critical_path_ns": 1.12,
  "worst_ep_required_time_ns": 1.20,
  "dp.final_hpwl_um": 433,
  "cts_root_buf": "sky130_fd_sc_hd__clkbuf_4",
  "logic_area_um2": 173,
  "detailroute.wirelength.met3_um": 37,
  "dr_total_vias": 256,
  "p_seq_share_pct": 56.4,
  "critical_path.n_buffers_inverters": 1,
  "synth.distinct_cells": 16,
  "internal_power_uw": 310,
  "setup_tns_ns": 0,
  "cts_resized": 0,
  "floorplan.die_area_um2": 6400,
  "worstSkewPairLatency_ns": 0.25,
  "final.period_utilization_pct": 95.0,
  "placer_s_final_routability_congestion_estimate": 0.840,
  "grt_pass1_wl_mm": 1.05,
  "drtPass1Iterations": 4,
  "drc_errors": 0,
  "area.sequential_um2": 200,
  "post_synth_area_hogs": "sky130_fd_sc_hd__dfrtp_1 53%, sky130_fd_sc_hd__ha_1 6.6%, sky130_fd_sc_hd__nor2_1 5.9%, sky130_fd_sc_hd__xor2_1 4.6%, sky130_fd_sc_hd__xor2_2 4.3%",
  "stage_log_warnings": 26,
  "cts_max_path_buffers": 2,
  "placeableCoreArea_um2": 3420,
  "timing.setup.critical_path_class": "reg -> out",
  "synth_flops": 8,
  "net-switching-power_uw": 73.4,
  "worstSetupStartpointType": "register",
  "ir_drop_uv": 312,
  "synth_largest_type_area_fraction_pct": 52.6,
  "routed_length_on_met1_um": 323,
  "tritoncts": "done",
  "yosysSeqAreaShare_pct": 52.6,
  "timing.critical_path.slowest_stage_cell": "sky130_fd_sc_hd__clkdlybuf4s50_1",
  "final-hold-violation-count": 0,
  "timing.critical_path.to_type": "output port",
  "tritoncts_sink_count": 8,
  "die_w_um": 80,
  "dieHeight_um": 80,
  "detail_route.vias_per_cell": 2.98,
  "p_total_uw": 383,
  "rsz0062_at_grt": "no",
  "global_route.overflow_total": 0
}
## sequential cells by signal, indices dropped and copies added (netlist names)
| register | flops |
|---|---|
| cuenta | 7 |
| s1_clk | 1 |
## layout make-up
class                           instances  share of cell area (%)
Sequential cell                         8                    41.7
Multi-Input combinational cell         25                    35.9
Tap cell                               46                    12.0
Clock buffer                            3                    4.69
Timing Repair Buffer                    2                    4.17
Inverter                                2                    1.56
## routing by layer
layer,up-vias,GRT usage (%)
met5,-,0
met4,0,0.704
met3,2,0.909
met2,7,2.65
met1,118,2.58
li1,129,-
## path summary, 6_finish.rpt
check                                    start                   to  slack [ns]  cells past startpoint
setup / recovery            s1_clk$_DFFE_PP0N_               s1_clk        0.08                      1
hold / removal                           reset  cuenta[0]$_DFF_PP0_        0.30                      2
setup reg to reg           cuenta[1]$_DFF_PP0_   s1_clk$_DFFE_PP0N_        0.29                      5
hold reg to reg             s1_clk$_DFFE_PP0N_   s1_clk$_DFFE_PP0N_        0.51                      1
max in group asynchronous                reset  cuenta[3]$_DFF_PP0_        0.97                      2
min in group clk0           s1_clk$_DFFE_PP0N_   s1_clk$_DFFE_PP0N_        0.51                      1
## cells in the final DEF (no fill, tap or decap), types with 2 or more instances in the layout
cell type                         netlist  final
sky130_fd_sc_hd__dfrtp_1                8      8
sky130_fd_sc_hd__nor2_1                 6      6
sky130_fd_sc_hd__o21ai_0                3      3
sky130_fd_sc_hd__nand3_1                3      3
sky130_fd_sc_hd__clkbuf_4               0      3
sky130_fd_sc_hd__xor2_1                 2      2
sky130_fd_sc_hd__inv_1                  2      2
sky130_fd_sc_hd__ha_1                   2      2
sky130_fd_sc_hd__clkdlybuf4s50_1        0      2
## Yosys cell counts
| library cell | count |
|---|---|
| sky130_fd_sc_hd__nand2b_1 | 1 |
| sky130_fd_sc_hd__o21ai_0 | 3 |
| sky130_fd_sc_hd__o31ai_1 | 1 |
| sky130_fd_sc_hd__nand4_1 | 1 |
| sky130_fd_sc_hd__xor2_1 | 2 |
| sky130_fd_sc_hd__nand3_2 | 1 |
| sky130_fd_sc_hd__ha_1 | 2 |
| sky130_fd_sc_hd__xor2_2 | 1 |
| sky130_fd_sc_hd__inv_1 | 2 |
| sky130_fd_sc_hd__nand2_1 | 1 |
| sky130_fd_sc_hd__a22oi_1 | 1 |
| sky130_fd_sc_hd__dfrtp_1 | 8 |
| sky130_fd_sc_hd__xnor2_1 | 1 |
| sky130_fd_sc_hd__nor2_1 | 6 |
| sky130_fd_sc_hd__nor2_4 | 1 |
| sky130_fd_sc_hd__nand3_1 | 3 |
## cell families (layout without fill, tap and decap cells)
family / count (synthesis) / count (layout) / synth area share, %
flops: 8 / 8 / 52.6
fa+ha+maj: 2 / 2 / 6.58
simple gates: 14 / 14 / 19.7
xor+xnor: 4 / 4 / 11.2
buf+inv: 2 / 7 / 1.97
compound gates: 5 / 5 / 7.90
## per-stage QoR
| step | util (%) | hold WS [ns] | area [µm²] | worst slack (ns) | instances |
|---|---|---|---|---|---|
| final | 14.1 | 0.297 | 480 | 0.0757 | 86 |
| after global routing | 14.1 | 0.321 | 480 | 0.0482 | 86 |
| after CTS | 14.1 | 0.298 | 480 | 0.0581 | 86 |
| after detailed placement | 13.4 | 0.508 | 458 | 0.323 | 83 |
| after global placement | 13.4 | 0.500 | 458 | 0.331 | 83 |
| after floorplan | - | 0.116 | 380 | 0.405 | 35 |
## power groups by stage
| stage | sequential (µW) | clock, µW | combinational [µW] |
|---|---|---|---|
| final | 216 | 160 | 6.72 |
| after global routing | 216 | 174 | 7.64 |
| after CTS | 216 | 165 | 6.97 |
Power is estimated from default activity; no workload was simulated.
